<file path="design/flow/config.mk">
export PLATFORM = sky130hd
export DESIGN_NAME = clock_divider
export DESIGN_NICKNAME = clock_divider
export VERILOG_FILES = /design/flow/design.v
export SDC_FILE = /design/flow/constraint.sdc
export NUM_CORES = 4
export LEC_CHECK = 1
export CORE_UTILIZATION = 30
</file>
<file path="design/flow/constraint.sdc">
current_design clock_divider

set clk_period 7.2
set clk_io_pct 0.2

create_clock -name clk0 -period $clk_period [get_ports {clock}]

set non_clock_inputs [all_inputs -no_clocks]
set_input_delay [expr $clk_period * $clk_io_pct] -clock clk0 $non_clock_inputs
set_output_delay [expr $clk_period * $clk_io_pct] -clock clk0 [all_outputs]
</file>
<file path="design/flow/design.v">
module clock_divider (clock, reset, divided_clocks);
	input logic 			reset, clock;
	output logic [31:0]	divided_clocks = 0;
	always_ff @(posedge clock) begin
		divided_clocks <= divided_clocks + 1;
	end
endmodule
</file>
<file path="design/flow/run.sh">
#!/bin/bash
# OpenROAD 26Q1-2900-gdf79404cd8, Yosys 0.63+post, stock flow scripts
make -C /OpenROAD-flow-scripts/flow DESIGN_CONFIG=/design/flow/config.mk WORK_HOME=/design/flow/orfs finish
</file>
==> notes.md <==
* **status** completed
* **number of enable flip-flop cells** 0
* **clock latency (worst-skew pair)** 0.27 ns
* **biggest registers after layout** divided_clocks x32
* **number of cells in Yosys stat** 127
* **area of the core** 0.00412 mm^2
* **vias in the first global route** 844
* **maximum number of pins on one net before global-route repair** 12
* **buffer-and-inverter tally for the worst setup path** 1
* **Ant. Diodes** 0
* **number of search-and-repair iterations in the first detailed-routing pass** 4
* **required time reported for the critical path endpoint** 5.76 ns
* **DRT iter0 DRCs** 70
* **internal power** 0.000255 W
* **total number of vias** 969
* **switching part of the total power** 19.1%
* **Clock Sinks** 32
* **I/O pins** 34
* **Net Switching** 0.0000602 W
* **max capacitance violation total** 0
* **DRT Wirelength** 2.35 mm
* **worst ir drop on vdd** 0.0000975 V
* **clock root cell** sky130_fd_sc_hd__clkbuf_8
* **cells along the critical path** clkdlybuf4s50_1
* **count of distinct cell types in the synthesized netlist** 24
* **combinational share of power** 0%
* **post-layout power** 0.000315 W
* **Final min period** 2.65 ns
* **share of the clock period used by the worst path** 36.9%
* **sequential power share** 56.2%
* **Critical Path Source Type** register
* **number of vias per cell after detailed routing** 4.55
* **sum of negative setup slack** 0 ns
* **slowest cell delay on critical path** 0.50 ns
* **critical setup path kind** register to primary output
* **share of layout cells above drive strength 1** 9.82%
* **Achievable Freq** 377 MHz
* **top cell type by instance count after synthesis** sky130_fd_sc_hd__dfxtp_1
* **chip width** 68.3 um
* **Combinational Area** 634 um^2
* **type of the tightest min-delay check** register to register
* **number of resized instances in the post-cts repair step** 0
* **total area of sequential cells** 641 um^2
* **most area-hungry cell type in the Yosys netlist** sky130_fd_sc_hd__dfxtp_1
* **RSZ-0062 raised after global routing** false
* **final worst setup slack** 4.55 ns
* **Syn Area/Cell** 10.4 um^2
* **TritonCTS clock tree** built
* **Core Density at Floorplan** 32.0%
* **Worst setup EP type** primary output
* **critical path data arrival time** 1.21 ns
* **total of buffers placed on input and output ports** 32
* **cell area after synthesis** 0.00132 mm^2
* **height of the chip** 68.3 um
* **design area** 0.00177 mm^2
* **leakage power summed over all cells** 0.704 nW
* **number of max-slew violations in the final report** 0
* **flip-flop count of the largest register after layout** 32
* **Clock power frac** 43.8%
* **chip area line of the yosys report** 0.00132 mm^2
* **# rows** 23
* **power per unit of standard cell area** 178 mW/mm^2
* **tally of yosys warning messages** 1
* **worst-path cell with the longest stage delay** sky130_fd_sc_hd__clkdlybuf4s50_1
* **total count of hold-check failures in the final report** 0
* **antenna violation net count after detailed routing** 0
* **all-layer global routing usage** 11.2%
* **critical path's top delay family** buffers and inverters
* **total of fill cells in the finished design** 375
* **routed length per instance** 11.0 um
* **global-route wire length before repair** 3.88 mm
* **clock transition at the register clock pins on the worst setup and hold paths after CTS** 0.06 ns
* **setup repair bufs after CTS** 0
* **Mapped Cells** 127
* **post-cts hold buffer count** 0
* **post-DP HPWL** 1.62 mm
* **Post-synth ARST share** 0%
* **share of the yosys chip area belonging to registers** 48.6%
* **number of antenna violations at the first check in global routing** 0
* **worst slew slack as a fraction of its limit** 62.0%
* **Remaining DRCs** 0
* **number of buffers added by the clock tree synthesis step** 5
* **worst-path maximum fanout** 6
* **Top reg by flops** divided_clocks
* **number of OpenROAD warnings** 26
* **number of H-tree levels** 2
* **area share, top type** 48.6%
* **synth cell count leaders** sky130_fd_sc_hd__dfxtp_1 (32), sky130_fd_sc_hd__xor2_1 (20), sky130_fd_sc_hd__nand3_1 (10), sky130_fd_sc_hd__xnor2_1 (10), sky130_fd_sc_hd__nand2_1 (9)
* **most used flip-flop cell after synthesis** sky130_fd_sc_hd__dfxtp_1
* **cell types with the largest area share after synthesis** sky130_fd_sc_hd__dfxtp_1 (49%), sky130_fd_sc_hd__xor2_1 (13%), sky130_fd_sc_hd__xnor2_1 (6.6%), sky130_fd_sc_hd__nor4_2 (4.7%), sky130_fd_sc_hd__nand3_1 (3.8%)
* **final clock skew** 0.00287 ns
* **number of buffers on the longest clock path** 2
* **overall overflow remaining after global route** 0
* **cell area after placement** 0.00168 mm^2
* **pin slew with the least headroom to its limit** 0.568 ns
* **weighted congestion at the end of routability-driven global placement** 0.732
* **area overhead of the layout relative to synthesis** 34.0%
* **Worst Setup Slack post-DPL** 4.84 ns
* **Chip Footprint** 0.00466 mm^2
* **synthesis-stage register bit count** 32
* **setup-violating endpoint count in the final report** 0
placed cells by master (no fill, tap or decap):
cell                              instances
sky130_fd_sc_hd__nand2_1                  9
sky130_fd_sc_hd__nor3b_1                  1
sky130_fd_sc_hd__nand3_1                 10
sky130_fd_sc_hd__nand4_1                  3
sky130_fd_sc_hd__xnor2_1                 10
sky130_fd_sc_hd__or3_1                    1
sky130_fd_sc_hd__ha_1                     1
sky130_fd_sc_hd__nand2b_1                 1
sky130_fd_sc_hd__and3_1                   2
sky130_fd_sc_hd__nor2_1                   6
sky130_fd_sc_hd__and4_1                   4
sky130_fd_sc_hd__or3_4                    1
sky130_fd_sc_hd__dfxtp_1                 32
sky130_fd_sc_hd__inv_1                    5
sky130_fd_sc_hd__clkbuf_1                 2
sky130_fd_sc_hd__or2_2                    1
sky130_fd_sc_hd__nand3_2                  2
sky130_fd_sc_hd__clkdlybuf4s50_1         32
sky130_fd_sc_hd__clkbuf_8                 6
sky130_fd_sc_hd__nor4_2                   5
sky130_fd_sc_hd__nor3_1                   4
sky130_fd_sc_hd__xor2_1                  20
sky130_fd_sc_hd__nor4_1                   4
sky130_fd_sc_hd__nor4_4                   1
path summary, 6_finish.rpt:
path / from / endpoint / slack (ns) / cells past startpoint
hold / removal: divided_clocks[0]$_DFF_P_ / divided_clocks[0]$_DFF_P_ / 0.45 / 1
setup / recovery: divided_clocks[2]$_DFF_P_ / divided_clocks[2] / 4.55 / 1
setup reg to reg: divided_clocks[0]$_DFF_P_ / divided_clocks[24]$_DFF_P_ / 5.35 / 5
hold reg to reg: divided_clocks[0]$_DFF_P_ / divided_clocks[0]$_DFF_P_ / 0.45 / 1
layout make-up:
type	count	area share, %
multi-input cells	86	35.9
clock buffers	8	5.10
inverters	5	1.06
flip-flops and latches	32	36.3
well taps	50	3.54
repair buffers	32	18.1
per-stage QoR:
stage | utilization, % | std cells | hold slack (ns)
after floorplan | - | 127 | 0.394
final | 42.9 | 213 | 0.450
after global routing | 42.9 | 213 | 0.469
after global placement | 40.7 | 205 | 0.429
after detailed placement | 40.7 | 205 | 0.432
after CTS | 42.9 | 213 | 0.449
cell families (layout without fill, tap and decap cells):
family | count (synthesis) | count (layout) | share of synthesized area, %
and+or+nand+nor | 55 | 55 | 27.2
adders and majority gates | 1 | 1 | 0.949
xor gates and xnor gates | 30 | 30 | 19.9
DFF | 32 | 32 | 48.6
buffers and inverters | 9 | 45 | 3.32
power by group through the flow:
stage	registers (W)	clock network [W]	logic (W)
finish	0.000177	0.000138	0.000000000401
global route	0.000177	0.000152	0.000000000401
CTS	0.000177	0.000143	0.000000000401
layer usage:
layer  track usage [%]  vias to the layer above  wire, um
li1                  -                      502         -
met1              17.5                      431      1200
met4              2.08                        0        38
met2              15.8                       29       977
met3              2.70                        7       135
met5                 0                        -         0
Power and IR drop assume default switching activity.
